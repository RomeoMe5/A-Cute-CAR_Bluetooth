### ./design.v
module TOP(
    	Clk,
    	Rst_n,   
   	Rx,    
		RxData,
		R_N,
		R_P,
		L_N,
		L_P,
		Sleep);
	input           Clk; 					 
	input           Rst_n; 					 
	input           Rx; 						 
	output [7:0]    RxData; 				 
	output R_N, R_P, L_N, L_P, Sleep; 	 
	reg RN_r, RP_r,LN_r,LP_r;				 
	wire          	RxDone; 					 
	wire           tick; 					 
	wire 				RxEn;						 
	wire [3:0]     NBits;					 
	wire [15:0]    BaudRate; 				 
	assign 		RxEn = 1'b1	;				 
	assign 		BaudRate = 16'd325; 		 
	assign 		NBits = 4'b1000	;		 
	UART_rs232_rx I_RS232RX(
    	.Clk(Clk),
   	.Rst_n(Rst_n),
    	.RxEn(RxEn),
    	.RxData(RxData),
    	.RxDone(RxDone),
    	.Rx(Rx),
    	.Tick(tick),
    	.NBits(NBits));
	UART_BaudRate_generator I_BAUDGEN(
    	.Clk(Clk),
    	.Rst_n(Rst_n),
    	.Tick(tick),
    	.BaudRate(BaudRate));
	always @(RxData)
	begin
	case (RxData)
	8'b00110000:  
	begin
		RP_r = PWM;
		LP_r = 0;
		RN_r = 0;
		LN_r = PWM;
	end
	8'b00110001:  
	begin
		RP_r = 1;
		LP_r = 1;
		RN_r = 1;
		LN_r = 1;
	end
	8'b00110010:  
	begin
		RP_r = 0;
		LP_r = PWM;
		RN_r = PWM;
		LN_r = 0;
	end
	8'b00110011:  
	begin
		RP_r = 0;
		LP_r = 0;
		RN_r = PWM;
		LN_r = PWM;
	end
	8'b00110100:  
	begin
		RP_r = PWM;
		LP_r = PWM;
		RN_r = 0;
		LN_r = 0;
	end
	endcase
	end
	assign R_P = RP_r;
	assign L_P = LP_r;
	assign R_N = RN_r;
	assign L_N = LN_r;
	assign Sleep = 1;  
	reg 					PWM; 					 
	reg	[31:0]		tick1; 				 
	parameter [31:0]	total_dur = 1000;  
	parameter [31:0]	high_dur = 400;	 
	always @ (posedge Clk)					 
	begin
		if (tick1 >= total_dur)
		begin
			tick1 <= 1;
		end
		else
		begin
			tick1 <= tick1 + 1;
		end
	end
	always @ (posedge Clk)					 
	begin
			PWM <= (tick1 <= high_dur)?1'b1:1'b0;
	end
endmodule
module UART_BaudRate_generator(
    Clk                   ,
    Rst_n                 ,
    Tick                  ,
    BaudRate 
    );
input           Clk                 ;  
input           Rst_n               ;  
input [15:0]    BaudRate            ;  
output          Tick                ;  
reg [15:0]      baudRateReg         ;  
always @(posedge Clk or negedge Rst_n)
    if (!Rst_n) baudRateReg <= 16'b1;
    else if (Tick) baudRateReg <= 16'b1;
         else baudRateReg <= baudRateReg + 1'b1;
assign Tick = (baudRateReg == BaudRate);
endmodule
module UART_rs232_rx (Clk,Rst_n,RxEn,RxData,RxDone,Rx,Tick,NBits);		 
input Clk, Rst_n, RxEn,Rx,Tick;		 
input [3:0]NBits;			 
output RxDone;				 
output [7:0]RxData;			 
parameter  IDLE = 1'b0, READ = 1'b1; 	 
reg [1:0] State, Next;			 
reg  read_enable = 1'b0;		 
reg  start_bit = 1'b1;			 
reg  RxDone = 1'b0;			 
reg [4:0]Bit = 5'b00000;		 
reg [3:0] counter = 4'b0000;		 
reg [7:0] Read_data= 8'b00000000;	 
reg [7:0] RxData;			 
always @ (posedge Clk or negedge Rst_n)			 
begin
if (!Rst_n)	State <= IDLE;				 
else 		State <= Next;				 
end
always @ (State or Rx or RxEn or RxDone)
begin
    case(State)	
	IDLE:	if(!Rx & RxEn)		Next = READ;	  
		else			Next = IDLE;
	READ:	if(RxDone)		Next = IDLE; 	  
		else			Next = READ;
	default 			Next = IDLE;
    endcase
end
always @ (State or RxDone)
begin
    case (State)
	READ: begin
		read_enable <= 1'b1;			 
	      end
	IDLE: begin
		read_enable <= 1'b0;			 
	      end
    endcase
end
always @ (posedge Tick)
	begin
	if (read_enable)
	begin
	RxDone <= 1'b0;							 
	counter <= counter+1;						 
	if ((counter == 4'b1000) & (start_bit))				 
	begin
	start_bit <= 1'b0;
	counter <= 4'b0000;
	end
	if ((counter == 4'b1111) & (!start_bit) & (Bit < NBits))	 
	begin
	Bit <= Bit+1;
	Read_data <= {Rx,Read_data[7:1]};
	counter <= 4'b0000;
	end
	if ((counter == 4'b1111) & (Bit == NBits)  & (Rx))		 
	begin
	Bit <= 4'b0000;
	RxDone <= 1'b1;
	counter <= 4'b0000;
	start_bit <= 1'b1;						 
	end
	end
end
always @ (posedge Clk)
begin
if (NBits == 4'b1000)
begin
RxData[7:0] <= Read_data[7:0];	
end
if (NBits == 4'b0111)
begin
RxData[7:0] <= {1'b0,Read_data[7:1]};	
end
if (NBits == 4'b0110)
begin
RxData[7:0] <= {1'b0,1'b0,Read_data[7:2]};	
end
end
endmodule
### ./run.sh
#!/bin/bash
# OpenROAD 26Q1-2900-gdf79404cd8, Yosys 0.63+post, stock flow scripts
make -C /OpenROAD-flow-scripts/flow DESIGN_CONFIG=/design/flow/config.mk WORK_HOME=/design/flow/orfs finish
### ./config.mk
export PLATFORM = sky130hd
export DESIGN_NAME = TOP
export DESIGN_NICKNAME = TOP
export VERILOG_FILES = /design/flow/design.v
export SDC_FILE = /design/flow/constraint.sdc
export NUM_CORES = 4
export LEC_CHECK = 1
export CORE_UTILIZATION = 50
### ./constraint.sdc
current_design TOP

set clk_period 3.2
set clk_io_pct 0.2

create_clock -name clk0 -period $clk_period [get_ports {Clk}]

set non_clock_inputs [all_inputs -no_clocks]
set_input_delay [expr $clk_period * $clk_io_pct] -clock clk0 $non_clock_inputs
set_output_delay [expr $clk_period * $clk_io_pct] -clock clk0 [all_outputs]
==> Slide: Implementation Results <==
Flow Results at a Glance

Pwr
  – P per Cell Area: 408 mW/mm²
  – Flop pwr share: 53.8%
  – Static leakage: 1.38 nW
  – Comb power frac: 1.0%
  – Max VDD drop: 0.000228 V
  – P_int: 1.09 mW
  – Switching Power: 0.322 mW
  – Clock power share: 45.2%
  – Switching Fraction: 22.8%

Final layout
  – Comb area: 0.00106 mm²
  – Share of cells above drive strength 1: 8.64%
  – Synthesis-to-finish area growth: 17.0%
  – Most frequent cells in the layout: dfxtp_1 (41), nor2_1 (32), conb_1 (23)
  – Dominant logic cell type in the layout: dfxtp_1
  – FF+latch area: 0.00192 mm²
  – FILL cells: 474

Floorplan
  – FP Core Util: 52.8%
  – Die Ht: 79.0 µm
  – IO Count: 16
  – Die width: 79.0 µm
  – Chip Area: 0.00624 mm²
  – CORE AREA: 0.00561 mm²
  – Site Rows: 27

Status
  – Status: complete, no violations

Global route
  – Vias in the first global route: 1640
  – Initial antenna violation count: 0
  – Total GRT Usage: 15.7%
  – First-pass GRT wire length: 7.25 mm
  – Final global-route overflow total: 0
  – Largest net degree at the start of global routing: 26

STA
  – Fin crit period: 1.92 ns
  – Count of unclocked register or latch pins: 24
  – Final hold vios: 0
  – Final Max Slew Viols: 0
  – Final setup viols: 0
  – Endpoints left unconstrained: 55
  – Highest Clock Rate: 520 MHz
  – Rel. slew slack: 46.6%
  – Clk_skew: 0.00882 ns
  – RSZ-0062 raised after global routing: false
  – Setup TNS: 0 ns
  – Worst slew pin tran: 0.798 ns
  – Worst Setup Slack, final: 1.28 ns
  – Cycle use final: 60.1%

Clocking
  – Cts repair resizes: 0
  – Clock Tree Buf Depth: 2
  – Clk slew on worst S/H paths: 0.08 ns
  – Hold-fix buffers, CTS: 0
  – CTS tree: yes
  – Buffers inserted by post-CTS timing repair: 0
  – CTS buffer count: 9
  – Clock Tree Root: clkbuf_8
  – Insertion Delay late pin: 0.33 ns
  – H-tree depth: 3

Route
  – Routed WL: 4.08 mm
  – Residual DRC count: 0
  – Vias per std cell: 4.71
  – ANT cells: 0
  – Wire per inst: 10.9 µm
  – DR pass1 iterations: 4
  – DRT iter0 DRCs: 28
  – Antenna viol nets, final: 0
  – Routed vias: 1758

Yosys
  – Yosys cell count: 250
  – YS warnings: 3
  – Post-Syn Area: 0.00296 mm²
  – Registers, synthesis: 83
  – YS chip area: 0.00296 mm²
  – Syn Area/Cell: 11.9 µm²
  – Mapped Cells: 250
  – Top-area cell share: 27.7%
  – Cell taking the most area after synthesis: dfxtp_1
  – Cell area leaders: dfxtp_1 (28%), edfxtp_1 (19%), dfrtp_1 (14%), xnor2_1 (4.4%), nor2_1 (4.1%)
  – Count of different cell masters after synthesis: 38

Min path
  – Hold path start: tick1[0]
  – Hold Crit Class: flip-flop to flip-flop
  – Hold Path Cell Cnt: 1

Critical path
  – Crit path launch type: flip-flop
  – Critical path origin: I_BAUDGEN.baudRateReg[4]
  – CP max FO: 25
  – WP depth: 3
  – CP delay by family, top: simple AND/OR/NAND/NOR gates
  – Worst path bufs/invs: 0
  – CP Capture Type: flip-flop
  – Slowest stage delay, CP: 0.66 ns
  – Data required, critical path: 3.38 ns
  – Crit path cell chain: or4_4, nor3_4, nor2_1
  – Worst Path Arrival: 2.11 ns
  – Type of the worst setup path: flip-flop to flip-flop
  – R2R depth: 3
  – Reg-to-reg slack, setup: 1.28 ns
  – Crit-path slowest cell: nor3_4
  – Worst r2r src: I_BAUDGEN.baudRateReg[4]

Place
  – GP Congestion: 0.808
  – Setup WS pre-CTS: 1.25 ns
  – IO Port Bufs: 14
  – Dpl hpwl: 2.74 mm

Flow run
  – Max-cap viol count: 0
  – Tool warnings: 30
cell type report:
type                       count  area share (%)
multi-input combinational    172            30.5
inverter                      15            1.62
timing repair buffer          15            4.26
clock inverter                 6            1.30
sequential                    83            55.4
tap                           72            2.60
clock buffer                  10            4.30
registers in the layout (all words and copies together), names as in the netlist:
| name | flops |
|---|---|
| tick1 | 32 |
| I_BAUDGEN.baudRateReg | 16 |
| I_RS232RX.Read_data | 8 |
| I_RS232RX.RxData | 8 |
| I_RS232RX.Bit | 5 |
| I_RS232RX.counter | 4 |
| I_RS232RX.State | 2 |
| I_RS232RX.RxDone | 1 |
| I_RS232RX.read_enable | 1 |
| I_RS232RX.start_bit | 1 |
| LN_r | 1 |
| LP_r | 1 |
| PWM | 1 |
| RN_r | 1 |
| RP_r | 1 |
synthesized netlist by cell type (all sizes together):
cell type  count
dfxtp         41
dfrtp         16
o41ai          1
ha             8
nand4          4
dlxtn          5
nor2b          1
inv           15
nand3         16
or3            2
or4            2
o21ai          5
xnor2         15
conb           2
nand4b         4
nor2          32
nand2         14
xor2          13
o22ai          1
buf            1
o21a           1
edfxtp        19
a22o           1
nor4           7
nor4b          1
nor3           6
nand2b         2
a21boi         1
a31oi          2
and3           4
a31o           1
dfstp          2
and2           1
and4           2
a21oi          2
path summary, 6_finish.rpt:
kind                                              to
min in group asynchronous  I_BAUDGEN.baudRateReg[13]
setup reg to reg            I_BAUDGEN.baudRateReg[2]
hold / removal                              tick1[0]
setup / recovery            I_BAUDGEN.baudRateReg[2]
hold reg to reg                             tick1[0]
max in group asynchronous   I_BAUDGEN.baudRateReg[3]
power by group through the flow:
| stage | combinational, mW | sequential [mW] | clock [mW] |
|---|---|---|---|
| after global routing | 0.0171 | 0.761 | 0.706 |
| after CTS | 0.0141 | 0.760 | 0.668 |
| final | 0.0135 | 0.760 | 0.639 |
layer usage:
metal	global-route usage (%)	vias to the layer above	part of all wire (%)
li1	-	924	-
met1	27.6	797	53
met2	21.6	33	42
met3	3.97	4	3.8
met4	2.73	0	1.2
met5	0	-	0
logic make-up after synthesis:
family / count (synthesis) / synth area share, %
simple gates: 98 / 17.9
buf+inv: 16 / 2.15
latches: 5 / 2.53
xor+xnor: 28 / 8.28
compound gates: 15 / 3.21
fa+ha+maj: 8 / 3.38
flops: 78 / 62.2
other cells: 2 / 0.253
through the flow:
| stage | cells | util, % | power (mW) | cell area, µm² | hold WS (ns) |
|---|---|---|---|---|---|
| 2_1_floorplan | 271 | - | 0.781 | 3040 | 0.344 |
| 3_3_place_gp | 357 | 58.3 | 0.790 | 3270 | 0.458 |
| 3_5_place_dp | 357 | 58.3 | 0.790 | 3270 | 0.459 |
| 4_1_cts | 373 | 61.8 | 1.44 | 3470 | 0.475 |
| 5_1_grt | 373 | 61.8 | 1.48 | 3470 | 0.499 |
| 6_report | 373 | 61.8 | 1.41 | 3470 | 0.472 |
No activity file was given, so power comes from the tool's default toggle rates.
